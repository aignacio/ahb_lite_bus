==> ./design.v <==
interface AHB_BUS
#(
  parameter AHB_ADDR_WIDTH = 32,
  parameter AHB_DATA_WIDTH = 32
);
  logic [AHB_ADDR_WIDTH-1:0]  haddr;
  logic [AHB_DATA_WIDTH-1:0]  hwdata;
  logic [AHB_DATA_WIDTH-1:0]  hrdata;
  logic hsel;
  logic hwrite;
  logic [2:0]  hsize;
  logic [2:0]  hburst;
  logic [3:0]  hprot;
  logic [1:0]  htrans;
  logic hmastlock;
  logic hready;
  logic hreadyout;
  logic hresp;
  modport Master
  (
    input haddr,
          hwdata,
          hsel,
          hwrite,
          hsize,
          hburst,
          hprot,
          htrans,
          hmastlock,
          hreadyout,
    output  hresp,
            hrdata,
            hready
  );
  modport Slave
  (
    output  haddr,
            hwdata,
            hsel,
            hwrite,
            hsize,
            hburst,
            hprot,
            htrans,
            hmastlock,
            hready,
    input hresp,
          hrdata,
          hreadyout
  );
endinterface
module ahb_node #(
  parameter NB_SLAVES = 8,
  parameter AHB_DATA_WIDTH = 32,
  parameter AHB_ADDR_WIDTH = 32,
  parameter BYPASS_HSEL = 0
)
(
  output logic [NB_SLAVES-1:0][AHB_ADDR_WIDTH-1:0] hadrr_o,
  output logic [NB_SLAVES-1:0][AHB_DATA_WIDTH-1:0] hwdata_o,
  output logic [NB_SLAVES-1:0] hsel_o,
  output logic [NB_SLAVES-1:0] hwrite_o,
  output logic [NB_SLAVES-1:0] hmastlock_o,
  output logic [NB_SLAVES-1:0] hready_o,
  output logic [NB_SLAVES-1:0][1:0] htrans_o,
  output logic [NB_SLAVES-1:0][3:0] hprot_o,
  output logic [NB_SLAVES-1:0][2:0] hburst_o,
  output logic [NB_SLAVES-1:0][2:0] hsize_o,
  input logic [NB_SLAVES-1:0] hresp_i,
  input logic [NB_SLAVES-1:0] hreadyout_i,
  input logic [NB_SLAVES-1:0][AHB_DATA_WIDTH-1:0] hrdata_i,
  input logic [AHB_ADDR_WIDTH-1:0] hadrr_i,
  input logic [AHB_DATA_WIDTH-1:0] hwdata_i,
  input logic hsel_i,
  input logic hwrite_i,
  input logic hmastlock_i,
  input logic hready_i,
  input logic [1:0] htrans_i,
  input logic [3:0] hprot_i,
  input logic [2:0] hburst_i,
  input logic [2:0] hsize_i,
  output logic hresp_o,
  output logic hreadyout_o,
  output logic [AHB_DATA_WIDTH-1:0] hrdata_o,
  input logic [NB_SLAVES-1:0][AHB_ADDR_WIDTH-1:0] START_ADDR_i,
  input logic [NB_SLAVES-1:0][AHB_ADDR_WIDTH-1:0] END_ADDR_i
);
  genvar  i;
  integer loop_1,
          loop_2,
          loop_3,
          loop_4,
          loop_5,
          loop_6,
          loop_7,
          loop_8,
          loop_9,
          loop_10,
          loop_11,
          loop_12;
  generate
    for(i=0;i<NB_SLAVES;i++) begin
      assign hsel_o[i]  = (BYPASS_HSEL === 1 ? hsel_i && (hadrr_i >= START_ADDR_i[i]) && (hadrr_i <= END_ADDR_i[i]) : (hadrr_i >= START_ADDR_i[i]) && (hadrr_i <= END_ADDR_i[i]));
    end
  endgenerate
  always_comb begin
    for ( loop_1 = 0; loop_1 < NB_SLAVES; loop_1++ ) begin
      if( hsel_o[loop_1] == 1'b1 ) begin
        hready_o[loop_1] = hready_i;
      end
      else  begin
        hready_o[loop_1] = 1'b1;
      end
    end
  end
  always_comb begin
    for ( loop_2 = 0; loop_2 < NB_SLAVES; loop_2++ ) begin
      if( hsel_o[loop_2] == 1'b1 ) begin
        hwrite_o[loop_2] = hwrite_i;
      end
      else  begin
        hwrite_o[loop_2] = 1'b0;
      end
    end
  end
  always_comb begin
    for ( loop_3 = 0; loop_3 < NB_SLAVES; loop_3++ ) begin
      if( hsel_o[loop_3] == 1'b1 ) begin
        hmastlock_o[loop_3] = hmastlock_i;
      end
      else  begin
        hmastlock_o[loop_3] = 1'b0;
      end
    end
  end
  always_comb begin
    for ( loop_4 = 0; loop_4 < NB_SLAVES; loop_4++ ) begin
      if( hsel_o[loop_4] == 1'b1 ) begin
        htrans_o[loop_4] = htrans_i;
      end
      else  begin
        htrans_o[loop_4] =  2'b00;
      end
    end
  end
  always_comb begin
    for ( loop_5 = 0; loop_5 < NB_SLAVES; loop_5++ ) begin
      if( hsel_o[loop_5] == 1'b1 ) begin
        hprot_o[loop_5] = hprot_i;
      end
      else  begin
        hprot_o[loop_5] = 4'b0000;
      end
    end
  end
  always_comb begin
    for ( loop_6 = 0; loop_6 < NB_SLAVES; loop_6++ ) begin
      if( hsel_o[loop_6] == 1'b1 ) begin
        hburst_o[loop_6] = hburst_i;
      end
      else  begin
        hburst_o[loop_6] = 3'b000;
      end
    end
  end
  always_comb begin
    for ( loop_7 = 0; loop_7 < NB_SLAVES; loop_7++ ) begin
      if( hsel_o[loop_7] == 1'b1 ) begin
        hsize_o[loop_7] = hsize_i;
      end
      else  begin
        hsize_o[loop_7] = 3'b000;
      end
    end
  end
  always_comb begin
    for ( loop_8 = 0; loop_8 < NB_SLAVES; loop_8++ ) begin
      if( hsel_o[loop_8] == 1'b1 ) begin
        hadrr_o[loop_8] = hadrr_i;
      end
      else  begin
        hadrr_o[loop_8] = {AHB_ADDR_WIDTH{1'b0}};
      end
    end
  end
  always_comb begin
    for ( loop_9 = 0; loop_9 < NB_SLAVES; loop_9++ ) begin
      if( hsel_o[loop_9] == 1'b1 ) begin
        hwdata_o[loop_9] = hwdata_i;
      end
      else begin
        hwdata_o[loop_9] = {AHB_DATA_WIDTH{1'b0}};
      end
    end
  end
  always_comb begin
    hrdata_o = {AHB_DATA_WIDTH{1'b0}};
    for ( loop_10 = 0; loop_10 < NB_SLAVES; loop_10++ ) begin
      if( hsel_o[loop_10] == 1'b1 ) begin
        hrdata_o = hrdata_i[loop_10];
      end
    end
  end
  always_comb begin
    hresp_o = 1'b0;
    for ( loop_11 = 0; loop_11 < NB_SLAVES; loop_11++ ) begin
      if( hsel_o[loop_11] == 1'b1 ) begin
        hresp_o = hresp_i[loop_11];
      end
    end
  end
  always_comb begin
    hreadyout_o = 1'b1;
    for ( loop_12 = 0; loop_12 < NB_SLAVES; loop_12++ ) begin
      if( hsel_o[loop_12] == 1'b1 ) begin
        hreadyout_o = hreadyout_i[loop_12];
      end
    end
  end
endmodule
==> ./run.sh <==
#!/bin/bash
# OpenROAD 26Q1-2900-gdf79404cd8, Yosys 0.63+post, stock flow scripts
make -C /OpenROAD-flow-scripts/flow DESIGN_CONFIG=/design/flow/config.mk WORK_HOME=/design/flow/orfs finish
==> ./config.mk <==
export PLATFORM = sky130hd
export DESIGN_NAME = ahb_node
export DESIGN_NICKNAME = ahb_node
export VERILOG_FILES = /design/flow/design.v
export SDC_FILE = /design/flow/constraint.sdc
export NUM_CORES = 4
export LEC_CHECK = 1
export CORE_AREA = 10 10 587 587
export DIE_AREA = 0 0 597 597
==> ./constraint.sdc <==
current_design ahb_node

set clk_period 25.8
set clk_io_pct 0.2

create_clock -name clk0 -period $clk_period

set non_clock_inputs [all_inputs -no_clocks]
set_input_delay [expr $clk_period * $clk_io_pct] -clock clk0 $non_clock_inputs
set_output_delay [expr $clk_period * $clk_io_pct] -clock clk0 [all_outputs]
==> impl_metrics.json <==
{
  "status": "completed",
  "seq_area_um2": 0,
  "synth_seq_share_pct": 0,
  "holdCritPathClass": "input port to output port",
  "synth_area_per_cell_um2": 6.74,
  "syn_to_final_growth_pct": 111,
  "die_y_um": 597,
  "synth.distinct_cells": 65,
  "fillers": 38340,
  "antenna_left": 0,
  "hold_end": "hadrr_o[207]",
  "routed-wl-met2_mm": 112,
  "layout_top_cell": "clkdlybuf4s50_1",
  "yosysWarnings": 1,
  "placedCellCount": 8742,
  "synthCells": 2849,
  "vias_per_cell": 3.06,
  "postCtsResizedCells": 0,
  "period_needed_ns": 16.48,
  "nClkBuffers": 0,
  "met1Wirelength_mm": 75.8,
  "relSlewSlack_pct": 26.9,
  "fin_hold_ws_ns": 11.11,
  "critPathKind": "input port to output port",
  "hold_buffers": 0,
  "leakage_nw": 16.9,
  "gp_congestion": 0.918,
  "yosys-stat-area_um2": 19200,
  "cp-end-kind": "output port",
  "fp.dieW_um": 597,
  "chipArea_um2": 356000,
  "seq_cells": 0,
  "wirelength_mm": 212,
  "grt_usage_pct": 11.4,
  "finalSetupTns_ns": 0,
  "warnings": 33,
  "p_per_area_nw_per_um2": 21.3,
  "antenna_found_initial": 117,
  "firstDrtPassIters": 5,
  "postPlaceCellArea_um2": 40400,
  "final_cell_count_no_fill": 8795,
  "rows": 211,
  "grt_pass1_vias": 26663,
  "critPathArrivalTime_ns": 11.32,
  "cap_violations": 0,
  "floorplan.core_util_pct": 5.80,
  "grt_overflow": 0,
  "logic_area_um2": 16900,
  "dpl.hpwl_mm": 188,
  "core_area_um2": 331000,
  "fmax_mhz": 60.7,
  "first_iter_violations": 1492,
  "ys_cells": 2849,
  "ios": 1538,
  "p_sw_uw": 416,
  "rsz0062_at_grt": "false",
  "report.final.slew_viol_count": 0,
  "netlist_area_um2": 19200,
  "fin_crit_sh_pct": 63.9,
  "ir_drop_uv": 12.8,
  "grt_pass1_wl_mm": 267,
  "wl_per_cell_um": 24.1,
  "final_cell_mix": "clkdlybuf4s50_1, and2_1, ha_1",
  "route.detailed.drc": 0,
  "io_buffers": 1537,
  "path_max_fanout": 53,
  "p_int_uw": 445,
  "final_area_um2": 40500,
  "critical_path_required_ns": 20.64,
  "postCtsSetupBuffers": 0,
  "hold_start": "hadrr_i[15]",
  "routed-wl-met3_mm": 14.8,
  "power.total_uw": 861,
  "highest_layer": "met5",
  "start_kind": "input port",
  "min_delay_path_depth": 3,
  "layout-drive-gt1-share_pct": 3.86,
  "hold_viol_final": 0,
  "worst_pin_slew_ns": 1.09,
  "swShare_pct": 48.3,
  "grt_max_degree": 54,
  "setup_violations": 0,
  "vias": 26908
}
-- stage by stage --
stage | setup WS, ns | util (%)
4_1_cts | 9.20 | 12.2
2_1_floorplan | 12.82 | -
5_1_grt | 8.97 | 12.2
3_3_place_gp | 9.22 | 12.2
6_report | 9.32 | 12.2
3_5_place_dp | 9.21 | 12.2
-- power by group through the flow --
stage	sequential (mW)	combinational [mW]	clock (mW)
after CTS	0	0.883	0
after global routing	0	0.941	0.000000176
-- layer usage --
layer,vias to the layer above,GRT usage [%]
met1,12256,12.4
met2,1442,21.3
li1,12888,-
met4,22,4.43
met3,300,2.33
met5,-,0
-- cell usage after synthesis (all sizes together) (5+ instances only) --
library cell  count  area share [%]
a211oi           62             2.4
nand2b           18            0.59
nor3             26            0.70
a2111oi          12            0.58
inv             508             9.9
o221a            32             1.9
clkbuf          100             2.0
ha              512              33
nor2b            13            0.42
nand4            80             2.6
o2111ai           9            0.41
o21ai           115             3.0
nor2             81             1.6
a21oi           194             5.1
a31oi             8            0.26
or3               5            0.16
buf              14            0.54
a221o             5            0.26
a21o             82             3.2
a221oi            5            0.26
a211o             7            0.32
nand2           121             2.4
a2bb2oi          33             1.5
nand3            80             2.1
and4             11            0.50
and2            622              20
o211ai           15            0.59
o21a             17            0.66
nor4             15            0.49
-- worst max-delay path: stages --
cell and delay [ns]:
clkdlybuf4s50_1 0.52, inv_2 0.32, buf_4 0.39, buf_4 0.43
ha_1 0.21, nand2b_1 0.09, a21oi_1 0.06, o31ai_1 0.31
a31oi_1 0.14, a211oi_1 0.39, a2bb2oi_4 0.49, buf_4 0.43
buf_4 0.56, buf_4 0.61, a21o_1 0.21, o221a_1 0.21
clkdlybuf4s50_1 0.51
-- logic make-up (layout without fill, tap and decap cells) --
| family | count (synthesis) | in the layout | synth area share, % |
|---|---|---|---|
| other | 0 | 53 | 0 |
| buffers and inverters | 623 | 2150 | 12.4 |
| AND/OR/NAND/NOR | 1085 | 1085 | 32.3 |
| adder cells (fa/ha/maj) | 512 | 512 | 33.4 |
| AND-OR/OR-AND | 629 | 629 | 21.9 |
-- how the worst max path moves through the flow --
stage,start,to,slack (ns),cells past startpoint
after CTS,hadrr_i[0],hrdata_o[5],9.20,17
after global routing,hadrr_i[0],hrdata_o[30],8.97,17
final,hadrr_i[0],hrdata_o[31],9.32,17
-- cell type report --
class,count,share of cell area (%)
multi-input combinational,2226,41.9
timing repair buffer,1641,39.6
tap,4366,13.5
inverter,509,4.76
antenna,53,0.328
Power figures rest on the tool's default switching activity, not on a simulated workload.
